===== ./run.sh =====
#!/bin/bash
# OpenROAD 26Q1-2900-gdf79404cd8, Yosys 0.63+post, stock flow scripts
make -C /OpenROAD-flow-scripts/flow DESIGN_CONFIG=/design/flow/config.mk WORK_HOME=/design/flow/orfs finish

===== ./config.mk =====
export PLATFORM = sky130hd
export DESIGN_NAME = sub
export DESIGN_NICKNAME = sub
export VERILOG_FILES = /design/flow/design.v
export SDC_FILE = /design/flow/constraint.sdc
export NUM_CORES = 4
export LEC_CHECK = 1
export CORE_AREA = 10 10 70 70
export DIE_AREA = 0 0 80 80

===== ./constraint.sdc =====
current_design sub

set clk_period 3.3
set clk_io_pct 0.2

create_clock -name clk0 -period $clk_period

set non_clock_inputs [all_inputs -no_clocks]
set_input_delay [expr $clk_period * $clk_io_pct] -clock clk0 $non_clock_inputs
set_output_delay [expr $clk_period * $clk_io_pct] -clock clk0 [all_outputs]

===== ./design.v =====
module sub(in1,in2,sub);
input[7:0] in1,in2;
output[7:0] sub;
reg[7:0] c;
reg[7:0] sub;
always@ (in1 or in2)
begin
sub[0]=in1[0]^in2[0];
c[0]=(~in1[0]&in2[0]);
sub[1]=in1[1]^in2[1]^c[0];
c[1]=(((~in1[1])&in2[1])|(in2[1]&c[0])|((~in1[1])&c[0]));
sub[2]=in1[2]^in2[2]^c[1];
c[2]=(((~in1[2])&in2[2])|(in2[2]&c[1])|((~in1[2])&c[1]));
sub[3]=in1[3]^in2[3]^c[2];
c[3]=(((~in1[3])&in2[3])|(in2[3]&c[2])|((~in1[3])&c[2]));
sub[4]=in1[4]^in2[4]^c[3];
c[4]=(((~in1[4])&in2[4])|(in2[4]&c[3])|((~in1[4])&c[3]));
sub[5]=in1[5]^in2[5]^c[4];
c[5]=(((~in1[5])&in2[5])|(in2[5]&c[4])|((~in1[5])&c[4]));
sub[6]=in1[6]^in2[6]^c[5];
c[6]=(((~in1[6])&in2[6])|(in2[6]&c[5])|((~in1[6])&c[5]));
sub[7]=in1[7]^in2[7]^c[6];
c[7]=(((~in1[7])&in2[7])|(in2[7]&c[6])|((~in1[7])&c[6]));
if(c[7]!=c[6])  
sub = 8'b00000000;
end
endmodule

==> results_tabular.tex <==
% Implementation results table
\begin{tabular}{lr}
\hline
Metric & Value \\
\hline
\multicolumn{2}{l}{\textbf{Outcome}} \\
Result of the run & finished, violations left \\
Violations in the final reports & setup timing \\
\multicolumn{2}{l}{\textbf{GRT}} \\
All-layer global routing usage & 3.12\% \\
Pin count of the biggest net entering global routing & 8 \\
Most Used Layer, Global Route & met1 \\
Fraction of met2 tracks used by global routing & 3.21\% \\
Initial antenna violation count & 0 \\
Leftover overflow at the end of global routing & 0 \\
Routing usage on met1 & 5.25\% \\
Met3 Track Usage GR & 1.82\% \\
First-pass GRT wire length & 1.64 mm \\
Number of global-route vias before repair & 340 \\
\multicolumn{2}{l}{\textbf{Flow run}} \\
Max-cap violation count & 0 \\
Number of warnings in the stage logs & 35 \\
\multicolumn{2}{l}{\textbf{Route}} \\
Vias post-DR & 338 \\
Antenna diode instance count & 0 \\
Antenna violation net count after detailed routing & 0 \\
Aggregate routed wire length & 1.00 mm \\
DRC violation count after routing & 0 \\
Number of search-and-repair iterations in the first detailed-routing pass & 2 \\
Post-detailed-route via-to-cell ratio & 3.07 \\
Initial DRC Count & 6 \\
Routed wirelength normalized by instance count & 9.09 µm \\
\multicolumn{2}{l}{\textbf{Critical path}} \\
Critical path class & in2out \\
Nature of the critical path endpoint & output port \\
Worst endpoint required time & 2640 ps \\
Max Fanout on Critical Path & 7 \\
CP arrival & 3540 ps \\
Setup crit start kind & primary input \\
\multicolumn{2}{l}{\textbf{Min path}} \\
Path class of the lowest-slack min-delay path & in2out \\
Instance count along the most critical hold path & 4 \\
\multicolumn{2}{l}{\textbf{Synth}} \\
Comb area leader & adder cells \\
Multiplexer share & 0\% \\
Area figure in the yosys stat output & 323 µm² \\
Area fraction in full adders, half adders and majority gates & 45.0\% \\
Cell area after synthesis & 323 µm² \\
Warning count from the yosys run & 1 \\
Synthesized area per cell & 9.78 µm² \\
Cell count listed in synth\_stat.txt & 33 \\
Yosys simple share & 36.8\% \\
Cell count after synthesis & 33 \\
Post-synthesis xor/xnor area fraction & 0\% \\
AND-OR/OR-AND Cells, Area Fraction & 1.55\% \\
Share of the yosys chip area belonging to registers & 0\% \\
Number of distinct library cells after synthesis & 13 \\
\multicolumn{2}{l}{\textbf{Power}} \\
Maximum VDD drop & 46.2 µV \\
LEAKAGE & 0.000308 µW \\
Pwr Density & 143 nW/µm² \\
\multicolumn{2}{l}{\textbf{Floorplanning}} \\
Die outline area & 6400 µm² \\
Share of the core filled by cells before placement & 9.45\% \\
Number of rows in the core area & 21 \\
IO Pins & 24 \\
Placeable Area & 3420 µm² \\
Horizontal extent of the die & 80 µm \\
Die Span Y & 80 µm \\
\multicolumn{2}{l}{\textbf{STA}} \\
Setup-failing EPs final & 8 \\
Fin Hold WS & 1680 ps \\
Slew margin rel. & 80.9\% \\
RSZ-0062 raised after global routing & yes \\
Actual transition at the worst max-transition pin & 286 ps \\
Ratio of final minimum period to clock period & 127\% \\
Final number of hold-violating endpoints & 0 \\
Setup WS post-layout & -897 ps \\
Minimum period implied by the final worst setup slack & 4200 ps \\
Highest Clock Rate & 0.238 GHz \\
Slew Limit Fails & 0 \\
\multicolumn{2}{l}{\textbf{Layout}} \\
Synth-to-Final Area Change & 120\% \\
Layout cells sized above 1 & 59.4\% \\
Area occupied by registers & 0 µm² \\
Post-route non-filler standard cell count & 110 \\
Layout clock buffers & 0 \\
Sequential cell count & 0 \\
\multicolumn{2}{l}{\textbf{Placed design}} \\
DP HPWL & 879 µm \\
Minimum setup slack after placement & -1700 ps \\
Final estimated routing congestion in global placement & 0.781 \\
Number of cells in the design after placement & 103 \\
Port bufs & 24 \\
\multicolumn{2}{l}{\textbf{Clock tree}} \\
Count of hold-fix buffers inserted at cts & 0 \\
\hline
\end{tabular}
==> layout make-up <==
class / instances / area [µm²]
fill: 378 / 2710
timing repair buffer: 33 / 298
inverter: 10 / 50.0
multi-input combinational: 21 / 304
tap: 46 / 57.6
==> critical path, cell delays in order <==
cell	delay (ps)
sky130_fd_sc_hd__buf_8	110
sky130_fd_sc_hd__inv_12	40
sky130_fd_sc_hd__ha_4	110
sky130_fd_sc_hd__inv_2	30
sky130_fd_sc_hd__fa_2	330
sky130_fd_sc_hd__fa_2	350
sky130_fd_sc_hd__fa_2	360
sky130_fd_sc_hd__fa_2	340
sky130_fd_sc_hd__fa_2	340
sky130_fd_sc_hd__inv_2	60
sky130_fd_sc_hd__fa_2	190
sky130_fd_sc_hd__and4bb_1	250
sky130_fd_sc_hd__buf_12	140
sky130_fd_sc_hd__buf_6	90
sky130_fd_sc_hd__nor3b_2	30
sky130_fd_sc_hd__buf_2	120
==> what timing repair did <==
item | CTS | global route
pin swaps | 11 | 7
gates resized | 46 | 1
setup endpoints to repair | 8 | 8
hold endpoints to repair | 0 | 0
buffers inserted | 7 | 0
==> report_power, final <==
part           switching [µW]  total [µW]  internal (µW)
Sequential                  0           0              0
Clock                       0           0              0
Combinational            34.5         101           66.8
Total                    34.5         101           66.8
==> cells in the final DEF, fill, tap and decap left out, drive strengths merged <==
master         Yosys  routed
fa                 6       6
nor2b              1       1
nor3               2       2
inv               10      10
o21ai              1       1
and4bb             1       1
clkdlybuf4s50      0      12
nand2              1       1
or3                1       1
nor3b              6       6
dlygate4sd2        0       1
buf                2      19
clkdlybuf4s15      0       1
ha                 2       2
==> path summary, 6_finish.rpt <==
check             startpoint      to  slack, ps
setup / recovery      in1[0]  sub[5]       -900
hold / removal        in2[0]  sub[0]       1680
==> cells by family after synthesis <==
family,after synthesis
buffers and inverters,12
AOI/OAI and AO/OA,1
and+or+nand+nor,12
adders and majority gates,8
==> metrics by stage <==
stage | power, µW | utilization, % | setup TNS, ps | cell area [µm²]
floorplan | 40.6 | - | -3710 | 363
global placement | 107 | 19.7 | -13250 | 672
detailed placement | 108 | 19.7 | -13340 | 672
CTS | 104 | 20.8 | -8210 | 709
global route | 115 | 20.8 | -7610 | 709
finish | 101 | 20.8 | -6830 | 709
==> per-layer routing <==
metal  routed length (µm)  up-vias
met1                  543      151
li1                     -      163
met2                  294       24
met3                  162        0
met5                    0        -
met4                    0        0
==> synth_stat cells <==
library cell,number,area (µm²)
sky130_fd_sc_hd__and4bb_1,1,12.5
sky130_fd_sc_hd__buf_2,1,5.00
sky130_fd_sc_hd__buf_6,1,11.3
sky130_fd_sc_hd__fa_1,6,120
sky130_fd_sc_hd__ha_1,2,25.0
sky130_fd_sc_hd__inv_1,10,37.5
sky130_fd_sc_hd__nand2_1,1,3.75
sky130_fd_sc_hd__nor2b_1,1,6.26
sky130_fd_sc_hd__nor3_2,2,20.0
sky130_fd_sc_hd__nor3b_1,1,7.51
sky130_fd_sc_hd__nor3b_2,5,62.6
sky130_fd_sc_hd__o21ai_1,1,5.00
sky130_fd_sc_hd__or3_1,1,6.26
No activity file was given, so power comes from the tool's default toggle rates.
