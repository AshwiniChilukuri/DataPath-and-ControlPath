==> design.v <==
module controller(inca,incb,wea,web,reset,clk);
input reset,clk;
output wea,web,inca,incb;
wire rst;
reg[4:0] c;
always@ (posedge clk)
begin
c<=c+1;
if(reset | reset)
c<=5'b00000;
end
assign wea=(c>0)?(c<9)?1:0:0;
assign inca=(c>0)?(c<17)?1:0:0;
assign web=((~|(c^5'b01101))|(~|(c^5'b01111))|(~|(c^5'b10001))|(~|(c^5'b01011))); 
assign incb=((~|(c^5'b01110))|(~|(c^5'b10000))|(~|(c^5'b10010))|(~|(c^5'b01100))); 
assign rst=(~|(c^5'b10011));
endmodule
==> run.sh <==
#!/bin/bash
# OpenROAD 26Q1-2900-gdf79404cd8, Yosys 0.63+post, stock flow scripts
make -C /OpenROAD-flow-scripts/flow DESIGN_CONFIG=/design/flow/config.mk WORK_HOME=/design/flow/orfs finish
==> config.mk <==
export PLATFORM = sky130hd
export DESIGN_NAME = controller
export DESIGN_NICKNAME = controller
export VERILOG_FILES = /design/flow/design.v
export SDC_FILE = /design/flow/constraint.sdc
export NUM_CORES = 4
export LEC_CHECK = 1
export CORE_AREA = 10 10 70 70
export DIE_AREA = 0 0 80 80
==> constraint.sdc <==
current_design controller

set clk_period 1.5
set clk_io_pct 0.2

create_clock -name clk0 -period $clk_period [get_ports {clk}]

set non_clock_inputs [all_inputs -no_clocks]
set_input_delay [expr $clk_period * $clk_io_pct] -clock clk0 $non_clock_inputs
set_output_delay [expr $clk_period * $clk_io_pct] -clock clk0 [all_outputs]
==> Slide: Implementation Results <==
Key Metrics from the Run

Logic synthesis
  – Synth area leaders: dfxtp_1 (31%), ha_1 (12%), nor2_1 (8.1%)
  – EDFF count, synth: 0
  – Cell Type Count: 23
  – Syn_area_per_cell: 8.341 um2
  – Post-synthesis async set-or-reset flop share: 0%
  – # Cells Yosys: 39
  – Area share of the largest cell type after synthesis: 30.77%
  – Largest area contributor in the netlist: dfxtp_1
  – YS chip area: 325.3 um2
  – Cell count after synthesis: 39
  – Synth flops: 5
  – Cell Area, Synth: 325.3 um2
  – Seq share, synth: 30.77%
  – Synth warn: 1
  – Dominant Register Cell: dfxtp_1

Critical path
  – Bufs and invs on worst path: 2
  – Launch point of the worst reg-to-reg path: c[1]$_SDFF_PP0_
  – Critical path required time: 1.20 ns
  – Arrival @ worst endpoint: 1.43 ns
  – Setup CP Type: register to output pin
  – CP top delay family: flip-flops
  – CP Launch Point: c[1]$_SDFF_PP0_
  – CP Max Fanout: 2
  – Worst Setup End Kind: output pin
  – Slowest stage delay, CP: 0.32 ns
  – Cells along the critical path: buf_6 > ha_4 > and3_4 > ha_4 > a41oi_2 > o21ai_1 > buf_2
  – CP max stage cell: dfxtp_2
  – Cell with the most instances on the worst path: ha_4
  – Crit path launch type: register
  – Worst reg-to-reg setup slack: 0.39 ns

Finish
  – FILL cells: 375
  – Comb area: 256.5 um2
  – Post-route design area: 620.6 um2
  – P&R area growth vs syn: 90.77%
  – Layout Utilization: 18.17%
  – Layout cells sized above 1: 59.02%
  – Max reg flops: 5
  – Storage cell area: 102.6 um2
  – Post-Layout Cell Count: 107
  – Biggest regs: c (5)
  – Largest reg by FF count: c

Floorplanning
  – Cell Rows: 21
  – Core footprint: 3416 um2
  – Die footprint: 6400 um2
  – I/O pin total: 6
  – Die extent in x: 80 um
  – Pre-Place Util: 9.524%
  – Die Ht: 80 um

Place
  – Inst Count DP: 98
  – PortBufs: 5
  – Place WS: -0.2852 ns
  – Placed instance area: 489.2 um2
  – RD Place Congestion: 0.7015
  – Post-DP HPWL: 561.7 um

STA
  – Achievable Freq: 576.8 MHz
  – Relative slew slack: 87.23%
  – Slew @ Worst Pin: 0.1910 ns
  – Min cycle time layout: 1.734 ns
  – Unrepaired setup endpoints after global routing: true
  – Final hold vios: 0
  – Hold Slack: 0.6024 ns
  – Final setup margin: -0.2336 ns
  – # setup viols final: 4
  – Fin. max-slew vios: 0
  – Setup_tns: -0.5599 ns
  – Fin crit share: 115.6%
  – Clock skew: 0.004081 ns

Run status
  – Failing checks: setup timing
  – Status: finished with violations

Power
  – Sw frac: 25.73%
  – Gate power share: 28.5%
  – Seq pwr share: 35.1%
  – Pleak: 0.2459 nW
  – Peak VDD IR: 0.0001288 V
  – Tot Pwr: 0.4172 mW
  – Power per Cell Area: 672.3 nW/um2
  – Psw: 0.1073 mW
  – Design internal power: 0.3099 mW
  – Clk pwr share: 36.4%

Clock tree
  – Insertion delay at the late pin of the worst-skew pair: 0.24 ns
  – Clock Sinks: 5
  – CTS HTree Levels: 1
  – Clock tree buffer depth: 2
  – Clock-pin slew on the worst setup and hold paths: 0.04 ns
  – Clk Tree Root Cell: clkbuf_4
  – CTS buffer count: 3
  – CTS hold repair buffers: 0
  – CTS tree: yes

Global route
  – Initial antenna violation count: 0
  – GRT Overall Usage: 2.574%
  – Largest net degree at the start of global routing: 9
  – First-pass GRT wire length: 1324 um
  – Gr ovfl total: 0
  – Vias in the first global route: 307

Detailed routing
  – Routed vias: 338
  – N_diodes: 0
  – Starting DRT DRC Count: 0
  – Vias/cell: 3.159
  – ANT nets after route: 0
  – DR WL/cell: 7.841 um
  – DR DRC count: 0
  – Final wirelength: 839 um
  – Pre-antenna DRT Iters: 1

Min path
  – HP Class: register to register
  – Hold path start: c[3]$_SDFF_PP0_

Run
  – MaxCap Viol Count: 0
  – Tool warnings: 28
tightest hold or removal path: stages (launching register included):
cell     delay [ns]
dfxtp_1        0.39
xor2_1         0.10
nor2_1         0.08
layer usage:
metal	global-route usage, %	part of all wire, %
met1	2.870	47
met3	2.500	14
met2	3.531	37
met5	0	0
met4	0.3521	0.83
power by group through the flow:
stage | Sequential (mW) | Clock, mW | Combinational, mW
final | 0.146 | 0.152 | 0.119
after global routing | 0.147 | 0.161 | 0.131
after CTS | 0.146 | 0.157 | 0.112
path summary, 6_finish.rpt:
| check | end | depth (start not counted) |
|---|---|---|
| max | web | 7 |
| min | c[3]$_SDFF_PP0_ | 2 |
| max reg2reg | c[4]$_SDFF_PP0_ | 5 |
| min reg2reg | c[3]$_SDFF_PP0_ | 2 |
cells in the final DEF, fill, tap and decap left out:
master            n
buf_4            10
nor2_1            7
buf_6             5
buf_2             4
ha_4              3
dfxtp_1           3
clkbuf_4          3
inv_4             2
nand2_1           2
dfxtp_2           2
and3_4            1
inv_1             1
nor2b_2           1
nor2b_4           1
a2bb2oi_1         1
a41oi_2           1
o21ai_1           1
a21oi_2           1
nand2_2           1
o31ai_1           1
nand2b_1          1
nor3_2            1
mux2i_1           1
o22ai_1           1
xnor2_1           1
nor2b_1           1
nand3_1           1
xor2_1            1
clkbuf_1          1
clkdlybuf4s50_1   1
cells in the mapped netlist, drive strengths merged, types with 2 or more instances:
cell type / number
buf: 2
dfxtp: 5
ha: 3
inv: 3
nand2: 3
nor2: 7
nor2b: 3
layout make-up:
class | count | area share, %
flip-flops and latches | 5 | 16.53
multi-input cells | 29 | 41.33
clock buffers | 4 | 4.234
well taps | 46 | 9.274
inverters | 3 | 2.621
repair buffers | 20 | 26.01
cell families (layout without fill, tap and decap cells):
family / Yosys count / in the layout / synth area share, %
compound gates: 6 / 6 / 12.69
fa+ha+maj: 3 / 3 / 11.54
flops: 5 / 5 / 30.77
xor+xnor: 2 / 2 / 5.386
simple gates: 17 / 17 / 27.31
buf+inv: 5 / 27 / 9.231
mux: 1 / 1 / 3.077
what timing repair did:
| action | CTS | global route |
|---|---|---|
| setup buffers | 4 | 2 |
| pin swaps | 4 | 4 |
| gates resized | 30 | 5 |
| endpoints found under the setup margin | 4 | 4 |
Power is estimated from default activity; no workload was simulated.
