==> /design/flow/design.v <==
module ram8(in,out,clk,wea,add,reset);
input reset;
input clk,wea;
input[7:0] in;
output[7:0] out;
input[2:0] add;
reg[7:0]RAM[7:0];
reg[7:0] out;
always@ (posedge clk)
begin
if(!reset)
begin
if(wea)
RAM[add]<=in;	
else
out<=RAM[add];
end
end
endmodule
==> /design/flow/run.sh <==
#!/bin/bash
# OpenROAD 26Q1-2900-gdf79404cd8, Yosys 0.63+post, stock flow scripts
make -C /OpenROAD-flow-scripts/flow DESIGN_CONFIG=/design/flow/config.mk WORK_HOME=/design/flow/orfs finish
==> /design/flow/config.mk <==
export PLATFORM = sky130hd
export DESIGN_NAME = ram8
export DESIGN_NICKNAME = ram8
export VERILOG_FILES = /design/flow/design.v
export SDC_FILE = /design/flow/constraint.sdc
export NUM_CORES = 4
export LEC_CHECK = 1
export CORE_UTILIZATION = 40
==> /design/flow/constraint.sdc <==
current_design ram8

set clk_period 2.8
set clk_io_pct 0.2

create_clock -name clk0 -period $clk_period [get_ports {clk}]

set non_clock_inputs [all_inputs -no_clocks]
set_input_delay [expr $clk_period * $clk_io_pct] -clock clk0 $non_clock_inputs
set_output_delay [expr $clk_period * $clk_io_pct] -clock clk0 [all_outputs]
==> reports/metrics.csv <==
stage,metric,value,unit
drt,Antenna Diode Count,0,
setup_path,Crit Path Class,in -> reg,
floorplan,width of the die,85.5,um
cts,Setup Buffers After CTS,0,
drt,violation count after the first detailed-routing iteration,94,
cts,clock tree root buffer cell,clkbuf_8,
cts,clock sink count,72,
layout,count of filler cells inserted in the layout,530,
synth,synthesized area divided by synthesized cell count,22.5,um^2
timing,fin crit period,2070,ps
synth,fraction of synthesis flops using an asynchronous set or reset pin,0,
timing,headroom to the max-slew limit,0.625,
synth,most popular library cell in the synthesized design by count,edfxtp_1,
timing,unrepaired setup endpoints after global routing,false,
synth,list of most frequent post-synthesis cells,"72 x edfxtp_1, 10 x mux4_1, 7 x nor2_1",
timing,final setup skew,6.29,ps
cts,post-cts repair resize count,0,
timing,least setup slack across all paths after layout,733,ps
global_route,wire length of the first global-routing pass,7450,um
synth,chip area estimate from yosys synthesis,2790,um^2
placement,worst slack at placement,405,ps
floorplan,count of boundary I/O pins,22,
cts,maximum number of buffers from clock root to sink,2,
drt,total via count after detailed routing,1308,
layout,share of post-route cells with drive strength above 1,0.250,
placement,post-placement cell count,239,
floorplan,num rows,30,
layout,final std cells w/o fill,252,
synth,Post-Syn Area,2790,um^2
setup_path,arrival time at the worst endpoint,2120,ps
global_route,gr ovfl total,0,
pwr,highest ir drop seen on vdd,0.000259,V
placement,gpl congestion,0.780,
placement,dpl hpwl,3130,um
floorplan,Die Footprint,7310,um^2
synth,number of instances in the synthesized netlist,124,
timing,Hold Fails Final Rpt,0,
synth,Yosys top cell area share,0.775,
drt,ratio of routed vias to standard cells,5.19,
hold_path,class of the most critical hold timing path,reg -> reg,
run,tally of max-capacitance violations,0,
setup_path,Crit path largest cell delay,510,ps
timing,maximum operating frequency,484,MHz
cts,count of hold-fix buffers inserted at cts,0,
timing,slew at the pin closest to its max-slew limit,560,ps
drt,routed length per instance,18.3,um
synth,synth top area cells,"edfxtp_1 78%, mux4_1 9.4%, mux4_2 3.2%",
placement,number of buffers inserted by port buffering,21,
setup_path,Startpoint Class,input pin,
drt,post-detailed-route count of antenna-violating nets,0,
setup_path,slowest CP cell,clkdlybuf4s50_1,
setup_path,type of element capturing the critical path,flop,
global_route,number of global-route vias before repair,1394,
synth,cell accounting for the most synthesized area,edfxtp_1,
synth,register share after synthesis,0.775,
timing,worst-case hold slack,708,ps
pwr,leakage power,1.14,nW
timing,post-route setup TNS,0,ps
setup_path,Critical Path RT,2850,ps
floorplan,CORE AREA,6760,um^2
global_route,maximum number of pins on one net before global-route repair,24,
status,result of the run,completed,
setup_path,maximum net fanout on the critical path,4,
synth,prevailing post-synth register cell,edfxtp_1,
floorplan,y dimension of the die,85.5,um
synth,total number of yosys warnings,1,
floorplan,fp_density,0.413,
timing,Setup Viol. Count Final,0,
timing,post-route clock period utilization,0.738,
run,Log Warnings,25,
layout,cell area after layout,3360,um^2
setup_path,critical-path cell list,"clkdlybuf4s50_1, or3b_2, nor3_1, buf_4",
cts,clock transition at the registers of the reported paths,70,ps
drt,iteration tally of the first detailed-router pass,4,
synth,post-synthesis sequential element count,72,
cts,clock tree from TritonCTS,done,
layout,synth-to-layout area growth,20.3,%
synth,number of enable-type register cells in the synthesized netlist,72,
pwr,power per cell area,584,nW/um^2
cts,number of H-tree branching levels,3,
cts,clock buffers created by TritonCTS,9,
global_route,initial antenna violation count,0,
synth,yosys stat cell total,124,
timing,max-slew violation total from the final report,0,
global_route,GRT Resource Usage Total,0.154,
synth,distinct lib cells,19,
cts,clock latency (worst-skew pair),330,ps
placement,cell area after placement,3220,um^2
drt,Routed WL,4620,um
drt,number of design rule violations left after detail routing,0,
[kinds of logic (layout without fill, tap and decap cells)]
kind of cell,after synthesis,in the layout,synth area share
buffers and inverters,7,55,0.0193
flip-flops,72,72,0.775
multiplexers,24,24,0.167
AND-OR/OR-AND,3,3,0.00673
AND/OR/NAND/NOR,18,18,0.0319
[power by group]
group / leakage [nW] / total (mW) / switching (mW) / internal, mW
sequential: 0.654 / 1.22 / 0.00485 / 1.21
combinational: 0.410 / 0.120 / 0.0523 / 0.0677
clock: 0.0729 / 0.622 / 0.323 / 0.299
total: 1.14 / 1.96 / 0.380 / 1.58
[through the flow]
stage / power [mW] / utilization
after CTS: 1.98 / 0.497
after global placement: 1.36 / 0.476
after floorplan: 1.30 / -
after detailed placement: 1.36 / 0.476
final: 1.96 / 0.497
after global routing: 2.04 / 0.497
[worst max-delay path, delay by kind of cell]
kind	cells	cell delay [ps]
buffers and inverters	2	740
AND/OR/NAND/NOR	2	810
[layout by cell type, fill, tap and decap left out, types with 2 or more instances in the layout]
| master | Yosys | final |
|---|---|---|
| clkdlybuf4s50_1 | 0 | 21 |
| nor3_1 | 2 | 2 |
| mux4_1 | 10 | 10 |
| buf_4 | 0 | 20 |
| nand3b_1 | 2 | 2 |
| mux2_2 | 6 | 6 |
| mux4_2 | 4 | 4 |
| mux2i_1 | 3 | 3 |
| nand2_1 | 3 | 3 |
| edfxtp_1 | 72 | 72 |
| nor2_1 | 7 | 7 |
| o21ai_0 | 2 | 2 |
| clkinv_1 | 0 | 2 |
| nand2b_1 | 2 | 2 |
| clkbuf_8 | 0 | 9 |
[routing by layer]
| metal | vias to the layer above | share of wire | wire length [um] | GRT usage |
|---|---|---|---|---|
| li1 | 610 | - | - | - |
| met1 | 636 | 0.39 | 1800 | 0.237 |
| met2 | 56 | 0.51 | 2370 | 0.241 |
| met3 | 6 | 0.084 | 388 | 0.0596 |
| met4 | 0 | 0.013 | 59 | 0.0227 |
| met5 | - | 0 | 0 | 0 |
[flip-flops by register name, summed over array words and instances (netlist names)]
signal and count:
RAM 64, out 8
[path summary, 6_finish.rpt]
check / start / end / slack, ps / cells after the start
min reg2reg: RAM[3][3] / out[3] / 710 / 4
max reg2reg: RAM[3][5] / out[5] / 1400 / 2
max: wea / RAM[0][3] / 730 / 4
min: RAM[3][3] / out[3] / 710 / 4
[cell type report]
type,count,area (um^2),share of cell area
sequential,72,2160,0.644
tap,80,100,0.0298
clock inverter,3,12.5,0.00373
clock buffer,10,128,0.0380
timing repair buffer,42,380,0.113
multi-input combinational,45,573,0.171
Power and IR drop assume default switching activity.
